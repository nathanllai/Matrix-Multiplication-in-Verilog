==> ./design.v <==
module mac(inA,inB,clr,clk,out);
    input signed [7:0] inA;
    input signed [7:0] inB;
    input clr;
    input clk;
    output reg signed [18:0] out;
    wire signed [18:0] out_m;
    wire signed [18:0] out_a;
    wire signed [18:0] out_c;
    always @(posedge clk) begin
        out <= out_c;
    end
    assign out_m = inA * inB;
    assign out_a = out + out_m;
    assign out_c = clr ? out_m : out_a;
endmodule
==> ./run.sh <==
#!/bin/bash
# OpenROAD 26Q1-2900-gdf79404cd8, Yosys 0.63+post, stock flow scripts
make -C /OpenROAD-flow-scripts/flow DESIGN_CONFIG=/design/flow/config.mk WORK_HOME=/design/flow/orfs finish
==> ./config.mk <==
export PLATFORM = sky130hd
export DESIGN_NAME = mac
export DESIGN_NICKNAME = mac
export VERILOG_FILES = /design/flow/design.v
export SDC_FILE = /design/flow/constraint.sdc
export NUM_CORES = 4
export LEC_CHECK = 1
export CORE_UTILIZATION = 40
==> ./constraint.sdc <==
current_design mac

set clk_period 12.6
set clk_io_pct 0.2

create_clock -name clk0 -period $clk_period [get_ports {clk}]

set non_clock_inputs [all_inputs -no_clocks]
set_input_delay [expr $clk_period * $clk_io_pct] -clock clk0 $non_clock_inputs
set_output_delay [expr $clk_period * $clk_io_pct] -clock clk0 [all_outputs]
==> insert_results.sql <==
-- metrics for the results database
INSERT INTO impl_metrics (metric_group, metric, value, unit) VALUES
('outcome', 'run_status', 'completed', ''),
('floorplanning', 'ios', '37', ''),
('logic_synthesis', 'yosysTopAreaCellShare', '28.6', '%'),
('route', 'route.vias.total', '2973', ''),
('floorplanning', 'fp.dieW', '101', 'µm'),
('route', 'routed_wirelength', '7260', 'µm'),
('logic_synthesis', 'yosysCellCount', '446', ''),
('global_route', 'first_global_vias', '2926', ''),
('floorplanning', 'rows', '35', ''),
('logic_synthesis', 'muxShareOfSynthArea', '1.69', '%'),
('worst_setup_path', 'start_kind', 'input pin', ''),
('logic_synthesis', 'area_leaders', 'sky130_fd_sc_hd__fa_1, sky130_fd_sc_hd__ha_1, sky130_fd_sc_hd__dfxtp_1, sky130_fd_sc_hd__inv_1, sky130_fd_sc_hd__and2_1', ''),
('route', 'detail_route.wl_per_cell', '11.9', 'µm'),
('global_route', 'global_route_wire_length_before_repair', '13000', 'µm'),
('final_layout', 'largest_register_ff_count', '19', ''),
('logic_synthesis', 'synthesis.area', '3920', 'µm²'),
('sta', 'finalCriticalPeriod', '8.84', 'ns'),
('sta', 'rsz_0062_raised_after_global_routing', 'no', ''),
('logic_synthesis', 'synthesis_stage_register_bit_count', '19', ''),
('sta', 'whs', '0.649', 'ns'),
('global_route', 'maximum_number_of_pins_on_one_net_before_global_route_repair', '37', ''),
('clock_network', 'postCtsSetupBuffers', '0', ''),
('final_layout', 'final_cell_count_without_fillers', '611', ''),
('clock_network', 'cts.path.max_buffers', '2', ''),
('clock_network', 'clock_slew_at_reported_path_ffs', '0.07', 'ns'),
('logic_synthesis', 'synthesized_area_fraction_occupied_by_and_or_nand_nor_cells', '15.2', '%'),
('logic_synthesis', 'post_synth_num_cell_types', '43', ''),
('route', 'antenna_cells', '0', ''),
('sta', 'finalMaxSlewViolations', '0', ''),
('sta', 'post-route-period-util', '70.1', '%'),
('logic_synthesis', 'syn-instance-count', '446', ''),
('floorplanning', 'floorplan.die.height', '101', 'µm'),
('route', 'drtAntennaViolNets', '0', ''),
('clock_network', 'cts-resized-gates', '0', ''),
('route', 'vias_per_cell', '4.87', ''),
('sta', 'worst_pin_slew', '0.684', 'ns'),
('worst_setup_path', 'crit_path_end_kind', 'flip-flop', ''),
('final_layout', 'top_register', 'out', ''),
('logic_synthesis', 'largest_area_cell', 'sky130_fd_sc_hd__fa_1', ''),
('clock_network', 'cts_tree', 'built', ''),
('logic_synthesis', 'synthAoiAreaFrac', '13.3', '%'),
('sta', 'worst_slew_margin_rel', '54.1', '%'),
('placement', 'portBuffers', '36', ''),
('worst_setup_path', 'worst_ep_required_time', '12.72', 'ns'),
('worst_setup_path', 'worst-path-max-fanout', '8', ''),
('logic_synthesis', 'netlist_logic_family_top', 'adder cells', ''),
('min_path', 'worst_hold_class', 'reg -> reg', ''),
('logic_synthesis', 'synth-seq-area-share', '9.69', '%'),
('sta', 'timing.final.hold_violations', '0', ''),
('logic_synthesis', 'synth-warning-count', '1', ''),
('final_layout', 'areaGrowthSynthToFinish', '14.2', '%'),
('route', 'drt_first_pass_iters', '4', ''),
('route', 'number_of_drc_markers_after_the_initial_detailed_route_iteration', '90', ''),
('route', 'route.detailed.drc', '0', ''),
('logic_synthesis', 'adder_and_majority_gate_portion_of_the_synthesized_area', '44.2', '%'),
('global_route', 'grt_overflow_total', '0', ''),
('global_route', 'grt_antenna_before_repair', '0', ''),
('clock_network', 'worstSkewPairLatency', '0.26', 'ns'),
('floorplanning', 'fp-utilization', '41.9', '%'),
('logic_synthesis', 'avg_inst_size_synth', '8.80', 'µm²'),
('sta', 'max_freq', '0.113', 'GHz'),
('floorplanning', 'core_area', '9370', 'µm²'),
('clock_network', 'htree_levels', '1', '');
[worst paths after layout]
path	endpoint	slack, ns	from	depth (start not counted)
max	out[18]	3.76	inB[3]	24
min	out[0]	0.65	out[0]	2
max reg2reg	out[18]	9.75	out[0]	10
min reg2reg	out[0]	0.65	out[0]	2
[worst max-delay path, delay by kind of cell]
| kind | cells | cell delay [ns] |
|---|---|---|
| xor gates and xnor gates | 2 | 0.63 |
| AOI/OAI and AO/OA | 6 | 1.32 |
| muxes | 1 | 0.24 |
| and+or+nand+nor | 4 | 0.47 |
| adders and majority gates | 6 | 2.93 |
| buffers and inverters | 5 | 0.82 |
[logic make-up after synthesis]
| kind of cell | count (synthesis) |
|---|---|
| XOR/XNOR | 30 |
| adder cells (fa/ha/maj) | 105 |
| flip-flops | 19 |
| AND/OR/NAND/NOR | 115 |
| buffers and inverters | 96 |
| AND-OR/OR-AND | 75 |
| multiplexers | 6 |
[synth_stat cells, drive strengths merged]
master,count
o221ai,1
o22ai,1
a211oi,8
nor2b,8
clkbuf,5
nor4,3
mux2,5
nand2b,4
nand4,1
o31ai,2
nand3,1
o211ai,1
xor2,10
dfxtp,19
o2111ai,1
nor2,14
o22a,1
and2,45
xnor2,20
fa,56
ha,49
o21ai,18
a221o,1
a21oi,14
a21o,9
inv,91
mux2i,1
nand2,33
a31oi,4
or3,1
o21bai,1
a211o,1
nor3,4
a2111o,1
nor4b,1
o21a,8
a311oi,1
o32a,1
o2bb2ai,1
[cells in the final DEF, fill, tap and decap left out, types with 4 or more instances in the layout]
master	instances
sky130_fd_sc_hd__inv_1	91
sky130_fd_sc_hd__fa_1	56
sky130_fd_sc_hd__ha_1	49
sky130_fd_sc_hd__and2_1	45
sky130_fd_sc_hd__clkdlybuf4s50_1	36
sky130_fd_sc_hd__nand2_1	33
sky130_fd_sc_hd__xnor2_1	20
sky130_fd_sc_hd__dfxtp_1	19
sky130_fd_sc_hd__o21ai_0	17
sky130_fd_sc_hd__nor2_1	14
sky130_fd_sc_hd__a21oi_1	13
sky130_fd_sc_hd__xor2_1	10
sky130_fd_sc_hd__a21o_1	9
sky130_fd_sc_hd__nor2b_1	8
sky130_fd_sc_hd__o21a_1	8
sky130_fd_sc_hd__a211oi_1	6
sky130_fd_sc_hd__mux2_2	5
sky130_fd_sc_hd__nand2b_1	4
sky130_fd_sc_hd__nor3_1	4
[cell type report]
class	instances	area (µm²)
inverter	91	342
sequential	19	380
tap	129	161
multi-input combinational	331	3180
fill	926	4890
timing repair buffer	37	368
clock buffer	4	45.0
[layer usage]
layer / share of wire, % / vias to the layer above / wire length, µm / global-route usage (%)
met5: 0 / - / 0 / 0
li1: - / 1497 / - / -
met3: 2.5 / 0 / 181 / 1.97
met4: 0 / 0 / 0 / 0.334
met1: 47 / 1446 / 3430 / 25.3
met2: 50 / 30 / 3650 / 27.2
[stage by stage]
stage               setup slack, ns  area, µm²
global placement               3.63       4430
global route                   3.32       4480
floorplan                      4.53       3920
detailed placement             3.53       4430
CTS                            3.78       4480
finish                         3.76       4480
